==> design.v <==
module spi #(
    parameter CLK_DIV = 4   
)(
    input  logic        clk,       
    input  logic        rst_n,     
    input  logic        start,     
    input  logic [7:0]  tx_data,   
    output logic [7:0]  rx_data,   
    output logic        busy,      
    output logic        done,      
    output logic        sclk,      
    output logic        mosi,      
    input  logic        miso,      
    output logic        cs_n       
);
    logic [7:0] tx_reg;     
    logic [7:0] rx_reg;     
    logic [2:0] bit_cnt;    
    logic [CLK_DIV-1:0] clk_cnt;   
    typedef enum {IDLE, TRANSFER} state_t;
    state_t state;
    always_ff @(posedge clk or negedge rst_n) begin
        if (!rst_n) begin
            state <= IDLE;
            sclk <= 1'b0;
            cs_n <= 1'b1;
            busy <= 1'b0;
            done <= 1'b0;
            rx_data <= 8'h00;
            clk_cnt <= '0;
            bit_cnt <= 3'd7;
        end else begin
            done <= 1'b0;
            case (state)
                IDLE: begin
                    cs_n <= 1'b1;
                    sclk <= 1'b0;
                    busy <= 1'b0;
                    clk_cnt <= '0;
                    bit_cnt <= 3'd7;
                    rx_data <= 1'b0;
                    if (start) begin
                        state <= TRANSFER;
                        tx_reg <= tx_data;
                        cs_n <= 1'b0;
                        busy <= 1'b1;
                    end
                end
                TRANSFER: begin
                    if (clk_cnt == CLK_DIV-1) begin
                        clk_cnt <= '0;
                        sclk <= ~sclk;
                        if (sclk) begin
                            rx_reg <= {rx_reg[6:0], miso};
                            if (bit_cnt == 0) begin
                                state <= IDLE;
                                rx_data <= {rx_reg[6:0], miso};
                                done <= 1'b1;
                                cs_n <= 1'b1;
                            end else begin
                                bit_cnt <= bit_cnt - 1;
                            end
                        end else begin
                            mosi <= tx_reg[bit_cnt];
                        end
                    end else begin
                        clk_cnt <= clk_cnt + 1;
                    end
                end
            endcase
        end
    end
endmodule
==> run.sh <==
#!/bin/bash
# OpenROAD 26Q1-2900-gdf79404cd8, Yosys 0.63+post, stock flow scripts
make -C /OpenROAD-flow-scripts/flow DESIGN_CONFIG=/design/flow/config.mk WORK_HOME=/design/flow/orfs finish
==> config.mk <==
export PLATFORM = sky130hd
export DESIGN_NAME = spi
export DESIGN_NICKNAME = spi
export VERILOG_FILES = /design/flow/design.v
export SDC_FILE = /design/flow/constraint.sdc
export NUM_CORES = 4
export LEC_CHECK = 1
export CORE_AREA = 10 10 112 112
export DIE_AREA = 0 0 122 122
==> constraint.sdc <==
current_design spi

set clk_period 3.0
set clk_io_pct 0.2

create_clock -name clk0 -period $clk_period [get_ports {clk}]

set non_clock_inputs [all_inputs -no_clocks]
set_input_delay [expr $clk_period * $clk_io_pct] -clock clk0 $non_clock_inputs
set_output_delay [expr $clk_period * $clk_io_pct] -clock clk0 [all_outputs]
==> qor.txt <==
crit path cell chain -> clkdlybuf4s50_1
Worst Path Max Fanout -> 7
OpenROAD warning count -> 26
fin crit share -> 0.6294
post-route ant nets -> 0
Max Cap Viol -> 0
critical path's top delay family -> buffers and inverters
final hold vios -> 0
setup_tns -> 0 ns
yosys cell count -> 134
post-synthesis cell area -> 1623 um2
slowest CP cell -> clkdlybuf4s50_1
count of library flops with an enable pin -> 16
CP Launch Type -> flop
Tot GR Track Use -> 0.04947
pin count of the biggest net entering global routing -> 23
fin util -> 0.2086
leakage -> 0.7791 nW
Post-synth regs -> 37
Commonest Layout Cell -> clkdlybuf4s50_1
critical path type -> reg -> out
f_max -> 529.6 MHz
ys async rst share -> 0.5676
Gate Count Post-Synth -> 134
CP peak stage delay -> 0.55 ns
Routed WL per cell -> 11.44 um
outcome -> finished clean
share of layout cells above drive strength 1 -> 0.1227
die extent in x -> 122 um
RR Endpoint -> rx_data[5]
clock sinks -> 37
initial drt markers -> 79
number of global-route vias before repair -> 1,185
1st-pass router iterations -> 4
flop2flop setup slack -> 1.12 ns
crit path capture type -> output port
total global routing overflow -> 0
FP Core Util -> 0.1586
number of I/O port buffers -> 24
row count -> 37
Worst EP required -> 2.40 ns
Mean Syn Cell Area -> 12.11 um2
Final Skew -> 0.005718 ns
reg2reg start -> bit_cnt[0]
root buffer cell -> clkbuf_8
min-delay src -> rx_reg[5]
CTS resizes -> 0
worst slew pin tran -> 0.5978 ns
clock buffer depth -> 2
RSZ-0062 raised after global routing -> no
Endpoint, Worst Hold -> rx_reg[6]
Synth Flop Type -> edfxtp_1
reg2reg path depth -> 5
register area share after synthesis -> 0.6237
synthesis area per yosys -> 1623 um2
drt total wl -> 3422 um
CTS H-tree lvls -> 2
Vias/cell -> 3.716
io pins -> 25
Final GP Congestion -> 0.7556
first-pass GRT wire length -> 5968 um
DRC -> 0
CTS Buf Count -> 5
Late-Pin Clk Latency -> 0.28 ns
Max IR drop VDD -> 0.1795 mV
max-slew violations -> 0
Setup Fix Bufs, Post-CTS -> 0
Critical path buffers and inverters -> 1
CTS tree -> done
Cell Type Count -> 39
WP data arrival -> 1.29 ns
n_diodes -> 0
Yosys warning total -> 1
core region area -> 10,230 um2
initial antenna violation count -> 0
vias post-DR -> 1,111
Hold Path Class -> reg -> reg
Die Height -> 122 um
Slew HR -> 0.6000
Worst Hold Path Cells -> 0
clk slew on worst S/H paths -> 0.07 ns
most frequent cells in the layout -> clkdlybuf4s50_1, nand2_1, dfrtp_1, edfxtp_1
Power Density -> 614.4 nW/um2
final setup fails -> 0
Period minus WS final -> 1.888 ns
die area -> 14,880 um2
Area Overhead vs Synth -> 31.53%
hold buffers post-CTS -> 0
detailed placer's ending HPWL -> 2475 um
==> how the worst max path moves through the flow <==
stage          start          to  slack [ns]  cells past startpoint
4_1_cts         cs_n        cs_n        1.09                      1
5_1_grt   bit_cnt[0]  rx_data[5]        0.98                      5
6_report        sclk        sclk        1.11                      1
==> cells in the mapped netlist, types with 3 or more instances <==
cell type  number  area share
nand2_1        23       0.053
dfrtp_1        16        0.25
edfxtp_1       16        0.30
nand4_1         8       0.031
o211ai_1        8       0.037
o21ai_0         8       0.025
inv_1           6       0.014
dfstp_2         5       0.081
buf_2           4       0.012
ha_1            3       0.023
nor2_1          3      0.0069
==> report_power, final <==
| group | total, mW | internal [mW] | leakage (nW) | switching (mW) |
|---|---|---|---|---|
| clock network | 0.407 | 0.245 | 0.0528 | 0.161 |
| registers | 0.650 | 0.596 | 0.409 | 0.0537 |
| logic | 0.255 | 0.140 | 0.317 | 0.116 |
| total | 1.31 | 0.981 | 0.779 | 0.331 |
==> cells by family (layout without fill, tap and decap cells) <==
kind of cell               count (synthesis)  count (layout)  share of synthesized area
DFF                                       37              37                     0.6237
muxes                                      4               4                    0.04086
and+or+nand+nor                           50              50                     0.1627
AOI/OAI and AO/OA                         24              24                     0.1010
adders and majority gates                  3               3                    0.02313
buffers and inverters                     14              43                    0.03778
xor gates and xnor gates                   2               2                    0.01080
==> metrics by stage <==
| stage | cells | instance area (um2) | hold slack, ns | setup WS (ns) | power, mW |
|---|---|---|---|---|---|
| floorplan | 134 | 1623 | 0.3044 | 1.436 | 0.8100 |
| global placement | 291 | 2028 | 0.4338 | 0.8531 | 0.9176 |
| detailed placement | 291 | 2028 | 0.4399 | 0.8400 | 0.9214 |
| CTS | 299 | 2135 | 0.4538 | 1.089 | 1.333 |
| global route | 299 | 2135 | 0.4790 | 0.9783 | 1.389 |
| finish | 299 | 2135 | 0.4530 | 1.112 | 1.312 |
==> metal layers <==
metal | part of all wire | up-vias | GRT usage | routed length, um
met5 | 0 | - | 0 | 0
met3 | 0.058 | 7 | 0.01596 | 199
met4 | 0.017 | 0 | 0.007452 | 59
met1 | 0.46 | 535 | 0.06980 | 1579
li1 | - | 548 | - | -
met2 | 0.46 | 21 | 0.07470 | 1583
==> layout make-up <==
cell class | count | area, um2
fill | 1077 | 8097
inverter | 7 | 26.28
multi-input combinational | 83 | 549.3
timing repair buffer | 28 | 270.3
sequential | 37 | 1012
clock inverter | 2 | 33.78
tap | 136 | 170.2
clock buffer | 6 | 72.57
Power and IR drop assume default switching activity.
